<file path="design/flow/config.mk">
export PLATFORM = sky130hd
export DESIGN_NAME = priority_encoder
export DESIGN_NICKNAME = priority_encoder
export VERILOG_FILES = /design/flow/design.v
export SDC_FILE = /design/flow/constraint.sdc
export NUM_CORES = 4
export LEC_CHECK = 1
export CORE_AREA = 10 10 70 70
export DIE_AREA = 0 0 80 80
</file>
<file path="design/flow/constraint.sdc">
current_design priority_encoder

set clk_period 1.5
set clk_io_pct 0.2

create_clock -name clk0 -period $clk_period

set non_clock_inputs [all_inputs -no_clocks]
set_input_delay [expr $clk_period * $clk_io_pct] -clock clk0 $non_clock_inputs
set_output_delay [expr $clk_period * $clk_io_pct] -clock clk0 [all_outputs]
</file>
<file path="design/flow/design.v">
module priority_encoder(
    input wire [9:0] keypad,
    input wire enablen,
    output reg [3:0] bcd,
    output reg data_valid
);
    always @ (*) begin
        if(!enablen) begin
            case(keypad)
                10'b1000000000: bcd = 9;
                10'b0100000000: bcd = 8;
                10'b0010000000: bcd = 7;
                10'b0001000000: bcd = 6;
                10'b0000100000: bcd = 5;
                10'b0000010000: bcd = 4;
                10'b0000001000: bcd = 3;
                10'b0000000100: bcd = 2;
                10'b0000000010: bcd = 1;
                10'b0000000001: bcd = 0;
                default: bcd = 3'bxxx;
            endcase
        end
        data_valid = ((keypad == 10'b0000000000)? 1 : 0);
    end
endmodule
</file>
<file path="design/flow/run.sh">
#!/bin/bash
# OpenROAD 26Q1-2900-gdf79404cd8, Yosys 0.63+post, stock flow scripts
make -C /OpenROAD-flow-scripts/flow DESIGN_CONFIG=/design/flow/config.mk WORK_HOME=/design/flow/orfs finish
</file>
==> out/summary.rpt <==
STATUS
------------------------------------------------------------------------------------
Status                                                                  complete, no violations

FINAL TIMING
------------------------------------------------------------------------------------
Number of hold violations in the final report                                      0
Number of register pins that no clock reaches                                      4
Number of slew-limit violations in the final report                                0
Post-layout minimum cycle time                                              1.453 ns
Slew at the pin with the worst max-slew slack                              0.2563 ns
TNS Setup                                                                       0 ns
Relative max-transition margin                                                0.8278
Maximum clock frequency                                                    688.3 MHz
Fin crit share                                                                0.9685
Setup violation total in the final timing report                                   0
Count of endpoints without a timing constraint                                     8
Fin Hold WS                                                                0.9348 ns

WORST SETUP PATH
------------------------------------------------------------------------------------
Path type of the worst setup path                                       input port to output port
Setup crit end kind                                                      output port
Critical Path Source Type                                                 input port
WP data required                                                             1.20 ns
Crit-path max FO                                                                   2
Critical Path End                                                         data_valid
Data arrival time of the worst path                                          1.15 ns
Critical path startpoint                                                   keypad[4]

DETAILED ROUTING
------------------------------------------------------------------------------------
DR vias/cell                                                                   3.194
Ant. Diodes                                                                        0
Total DRC errors in the routed layout                                              0
Antenna viol nets, final                                                           0
Drt pass-1 iters                                                                   2
Total Wirelength                                                              788 um
Total number of vias                                                             329
Routed wirelength normalized by instance count                              7.650 um
Violation tally from detailed-route iteration zero                                14

CLOCK NETWORK
------------------------------------------------------------------------------------
Setup fix buffers added after clock tree synthesis                                 0

YOSYS
------------------------------------------------------------------------------------
Library cell with the largest summed area after synthesis                    dlxtn_1
Warning count from the yosys run                                                   1
YS chip area                                                               235.2 um2
Syn avg cell area                                                          8.111 um2
Asr flop ratio synth                                                               0
Flip-flops with a built-in enable                                                  0
Instance tally after logic synthesis                                              29
Number of different library cells in the post-synthesis netlist                   20
Total cells reported by yosys after synthesis                                     29
Most instantiated library cell after synthesis                               dlxtn_1
Main area contributors                                                  dlxtn_1, xor2_1, xnor2_1
Cell area after synthesis                                                  235.2 um2
Top cell type's share of synthesized area                                     0.2553
Number of flip-flops and latches in the synthesized netlist                        4
Synth cell count leaders                                                dlxtn_1, xor2_1
Dominant register cell                                                       dlxtn_1

GLOBAL ROUTING
------------------------------------------------------------------------------------
Global-route wire length before repair                                      1.345 mm
Overall track demand over capacity in global routing                         0.02362
Number of antenna violations at the first check in global routing                  0
Largest net degree at the start of global routing                                  7
Total gr overflow                                                                  0
Vias in the first global route                                                   330

FLOORPLAN
------------------------------------------------------------------------------------
Die area                                                                    6400 um2
Core utilization before placement                                            0.06886
Vertical die dimension                                                         80 um
Number of cell rows                                                               21
Placeable core region                                                       3416 um2
Chip Width                                                                     80 um
Ports placed on the boundary                                                      16

JOB
------------------------------------------------------------------------------------
Count of tool warnings                                                            32
Total of max-cap violations                                                        0

PWR
------------------------------------------------------------------------------------
Standby leakage power                                                      0.2053 nW
Sequential power share                                                         0.047
Power, Total                                                              0.09026 mW
Share of total power in the clock network                                          0
Combinational share of power                                                   0.953
Cell-internal power                                                       0.05336 mW
VDD IR-drop max                                                         0.00003286 V
Power per cell area                                                     166.2 nW/um2
Net load switching power                                                  0.03690 mW
Switching share of power                                                      0.4088

CELLS AND AREA
------------------------------------------------------------------------------------
Flip-flop count of the largest register, all copies and words added                4
Area growth from synthesis to final layout                                    130.9%
Post-route cell area                                                       543.0 um2
Share of layout cells above drive strength 1                                  0.3860
Util after Layout                                                             0.1590

PLACED DESIGN
------------------------------------------------------------------------------------
DP Area                                                                    543.0 um2
Weighted congestion at the end of routability-driven global placement         0.7933
HPWL after DPL                                                              696.3 um
Number of I/O port buffers                                                        16

WORST HOLD PATH
------------------------------------------------------------------------------------
Classification of the worst-slack hold path                             input port to output port

==> cell families (layout without fill, tap and decap cells) <==
| group | after synthesis | after routing | synth area share |
|---|---|---|---|
| AND/OR/NAND/NOR | 12 | 12 | 0.3086 |
| AND-OR/OR-AND | 7 | 7 | 0.2341 |
| buffers and inverters | 1 | 29 | 0.01594 |
| latches | 4 | 4 | 0.2553 |
| XOR/XNOR | 5 | 5 | 0.1862 |
==> layout make-up <==
| cell class | count | area, um2 |
|---|---|---|
| multi-input combinational | 24 | 193.9 |
| tap | 46 | 57.56 |
| fill | 386 | 2873 |
| inverter | 1 | 3.754 |
| sequential | 4 | 60.06 |
| timing repair buffer | 28 | 227.7 |
==> critical path: stages <==
cell,delay [ns]
clkdlybuf4s15_1,0.19
or4_4,0.49
nor2_2,0.08
buf_2,0.09
==> how the worst min path moves through the flow <==
stage | endpoint | from | slack [ns] | depth (start not counted)
CTS | data_valid | keypad[7] | 0.94 | 4
global route | data_valid | keypad[7] | 0.96 | 4
finish | data_valid | keypad[7] | 0.93 | 4
==> metal layers <==
| layer | wire (um) | part of all wire | vias to the layer above | track usage |
|---|---|---|---|---|
| met4 | 0 | 0 | 0 | 0 |
| met3 | 84 | 0.11 | 0 | 0.005682 |
| li1 | - | - | 168 | - |
| met2 | 357 | 0.45 | 10 | 0.04575 |
| met1 | 346 | 0.44 | 151 | 0.02660 |
| met5 | 0 | 0 | - | 0 |
==> through the flow <==
step	worst slack (ns)	instances
floorplan	0.2967	29
global placement	-0.6385	103
detailed placement	-0.6537	103
CTS	0.002083	103
global route	-0.005338	103
finish	0.04722	103
==> power groups by stage <==
stage | Sequential, mW | Combinational, mW | Clock, mW
CTS | 0.00420 | 0.0836 | 0
global route | 0.00425 | 0.0943 | 0
finish | 0.00420 | 0.0861 | 0
==> timing repair <==
item	4_1_cts	5_1_grt
pin swaps	4	3
gates resized	21	7
endpoints found under the setup margin	1	1
gates cloned	0	0
hold buffers	0	0
==> placed cells by master, fill, tap and decap left out <==
master	count
nor2_2	2
or4_1	1
o41ai_2	1
nand2_2	1
clkdlybuf4s50_1	6
inv_1	1
buf_2	2
o21ai_0	2
nand3b_1	1
o2111ai_1	1
clkdlybuf4s15_1	4
nand3_1	1
xnor2_1	2
nor4_4	1
a211oi_1	1
or3_1	1
dlxtn_1	4
nor3_1	2
buf_4	12
dlygate4sd2_1	2
clkbuf_2	2
nor3b_1	1
a21oi_1	1
or4_4	1
xor2_1	3
o211ai_1	1
No activity file was given, so power comes from the tool's default toggle rates.
