==> ./design.v <==
module bcd_seven (bcd, seven);
    input [3:0] bcd;
    output[6:0] seven;
    reg [6:0] seven;
    always @(bcd)
    begin
        case (bcd)
        4'b0000 : seven = 7'b0111111; 
        4'b0001 : seven = 7'b0110000;
        4'b0010 : seven = 7'b1101101;
        4'b0011 : seven = 7'b1111001;
        4'b0100 : seven = 7'b0110011;
        4'b0101 : seven = 7'b1011011;
        4'b0110 : seven = 7'b1011111;
        4'b0111 : seven = 7'b1110000;
        4'b1000 : seven = 7'b1111111;
        4'b1001 : seven = 7'b1111011;
        default : seven = 7'b0000000;
        endcase
    end
endmodule
module decoder (
    sec_ones, sec_tens,min,
    sec_ones_segs,sec_tens_segs,min_segs
);
    input [3:0] sec_ones, sec_tens,min;
    output[6:0] sec_ones_segs,sec_tens_segs, min_segs;
    bcd_seven sec_ones_module(.bcd(sec_ones),.seven(sec_ones_segs));
    bcd_seven sec_tens_module(.bcd(sec_tens),.seven(sec_tens_segs));
    bcd_seven min_module(.bcd(min),.seven(min_segs));
endmodule
==> ./run.sh <==
#!/bin/bash
# OpenROAD 26Q1-2900-gdf79404cd8, Yosys 0.63+post, stock flow scripts
make -C /OpenROAD-flow-scripts/flow DESIGN_CONFIG=/design/flow/config.mk WORK_HOME=/design/flow/orfs finish
==> ./config.mk <==
export PLATFORM = sky130hd
export DESIGN_NAME = decoder
export DESIGN_NICKNAME = decoder
export VERILOG_FILES = /design/flow/design.v
export SDC_FILE = /design/flow/constraint.sdc
export NUM_CORES = 4
export LEC_CHECK = 1
export CORE_AREA = 10 10 70 70
export DIE_AREA = 0 0 80 80
==> ./constraint.sdc <==
current_design decoder

set clk_period 1.1
set clk_io_pct 0.2

create_clock -name clk0 -period $clk_period

set non_clock_inputs [all_inputs -no_clocks]
set_input_delay [expr $clk_period * $clk_io_pct] -clock clk0 $non_clock_inputs
set_output_delay [expr $clk_period * $clk_io_pct] -clock clk0 [all_outputs]
==> datasheet_impl.txt <==
Table: implementation figures

Parameter                              Value

Floorplan
  Die width    80 um
  Top-level port count    33
  Floorplan utilization    19.60%
  Number of rows in the core area    21
  Chip footprint    6400 sq um
  Core ar.    3416 sq um
  Chip height    80 um

Routing
  DR DRC count    0
  Number of iterations in the first detailed-routing pass    4
  Average detailed-routed wire length per instance    13.92 um
  Post-detailed-route count of antenna-violating nets    0
  1st-iter DRT viols    16
  Total vias in the final route    812
  Count of antenna diodes in the layout    0
  DR vias/cell    4.274
  Post-Route WL    2645 um

Synth
  Synthesized netlist cell count    86
  Number of different library cells in the post-synthesis netlist    21
  Post-synthesis average cell area    7.784 sq um
  Cell total in the yosys stat output    86
  Top cells by area, synth    sky130_fd_sc_hd__ha_1, sky130_fd_sc_hd__o22ai_1, sky130_fd_sc_hd__buf_6
  Post-Synthesis Cell Area    669.4 sq um
  Proportion of netlist area held by the largest area contributor    33.64%
  Yosys Chip Area    669.4 sq um
  Synth area leader    sky130_fd_sc_hd__ha_1
  Register share after synthesis    0%
  Tally of yosys warning messages    1

Layout
  Register cell area after layout    0 sq um
  Num sequential    0
  Final Cell Area    1593 sq um
  Layout cell share with drive strength beyond 1    83.33%
  Area grow syn2layout    137.9%
  Count of fill cells added during filler insertion    288
  Number of clock buffer instances in the layout    0

Worst setup path
  Maximum net fanout on the critical path    3
  Worst EP required    880 ps
  Worst setup SP type    input pin
  Classification of the worst setup path    input pin to primary output
  Endpoint class of the critical path    primary output
  Arrival time at the worst endpoint    1020 ps

GRT
  Initial antenna violation count    0
  Tot GR Track Use    7.667%
  Total global routing overflow    0
  Number of global-route vias before repair    894
  Maximum number of pins on one net before global-route repair    11
  First-pass GRT wire length    4312 um

Timing
  Transition at the pin with the smallest max-transition slack    268.6 ps
  Peak Freq    805.3 MHz
  Hold violation total from the final report    0
  Unrepaired setup endpoints after global routing    yes
  Count of final setup violators    17
  Period utilization    112.9%
  Final Max Tran Viols    0
  Post-layout worst setup margin    -141.8 ps
  Min Hold Slack    789.7 ps
  Fin crit period    1242 ps
  Sum of negative setup slack    -1083 ps
  Slew headroom    82.09%

Placed design
  Worst setup slack before clock tree synthesis    -977.0 ps
  Quantity of I/O buffers inserted on ports    33
  Placed Instance Area    1095 sq um
  Estimated wirelength of the detail-placed design    1552 um
  Weighted congestion reported at the end of routability-driven placement    0.7477

Power and ir drop
  Leakage power total    0.6979 nW
  Pwr Density    376.7 nW/um^2
  Worst VDD drop    0.0001821 V
  Power consumption    0.6001 mW

Run
  Maximum capacitance violations    0
  Stage-log warning count    49

Outcome
  Run status    complete, but fails checks
  Violations in the final reports    negative setup slack

Clock network
  CTS Hold Buffers Added    0

Worst hold path
  Hold/Removal Path Class    input pin to primary output
## Yosys cell counts
master and instances:
sky130_fd_sc_hd__ha_1 18, sky130_fd_sc_hd__inv_1 15, sky130_fd_sc_hd__o22ai_1 14, sky130_fd_sc_hd__buf_6 6, sky130_fd_sc_hd__o21ai_0 5, sky130_fd_sc_hd__a21oi_1 3
sky130_fd_sc_hd__mux2i_1 3, sky130_fd_sc_hd__nor2_1 3, sky130_fd_sc_hd__xnor2_1 3, sky130_fd_sc_hd__a21o_1 2, sky130_fd_sc_hd__inv_2 2, sky130_fd_sc_hd__nand2b_4 2
sky130_fd_sc_hd__o31a_1 2, sky130_fd_sc_hd__a21o_2 1, sky130_fd_sc_hd__a21oi_2 1, sky130_fd_sc_hd__nand2_1 1, sky130_fd_sc_hd__nand2b_1 1, sky130_fd_sc_hd__nor2_2 1
sky130_fd_sc_hd__nor2_4 1, sky130_fd_sc_hd__o21a_1 1, sky130_fd_sc_hd__o21ai_1 1
## critical path, cell delays in order
cell and delay, ps:
sky130_fd_sc_hd__buf_8 80, sky130_fd_sc_hd__inv_6 30, sky130_fd_sc_hd__buf_6 110, sky130_fd_sc_hd__ha_4 150, sky130_fd_sc_hd__nor2_4 70, sky130_fd_sc_hd__a21oi_2 50
sky130_fd_sc_hd__o22ai_1 170, sky130_fd_sc_hd__buf_2 130
## cell type report
type	count	area, sq um	area share, %
multi-input combinational	63	888.4	55.77
timing repair buffer	64	553.0	34.72
inverter	17	93.84	5.892
tap	46	57.56	3.614
## worst paths after layout
check,startpoint,to,slack (ps),depth (start not counted)
worst max-delay path,min[1],min_segs[0],-140,8
worst min-delay path,sec_tens[3],sec_tens_segs[5],790,4
## through the flow
stage | cells | util [%]
after floorplan | 86 | -
after global placement | 173 | 32.05
after detailed placement | 173 | 32.05
after CTS | 190 | 42.89
after global routing | 190 | 46.63
final | 190 | 46.63
## cell families (layout without fill, tap and decap cells)
group	Yosys count	in the layout	share of synthesized area [%]
buffers and inverters	23	81	19.63
XOR/XNOR	3	3	3.926
AND/OR/NAND/NOR	9	9	9.907
adder cells (fa/ha/maj)	18	18	33.65
multiplexers	3	3	4.486
AND-OR/OR-AND	30	30	28.41
## placed cells by master (no fill, tap or decap), types with 3 or more instances in the layout
cell type	n
sky130_fd_sc_hd__nor2_4	3
sky130_fd_sc_hd__buf_4	12
sky130_fd_sc_hd__o22ai_2	10
sky130_fd_sc_hd__nand2b_4	3
sky130_fd_sc_hd__o22ai_1	4
sky130_fd_sc_hd__buf_6	21
sky130_fd_sc_hd__o21ai_1	3
sky130_fd_sc_hd__buf_2	23
sky130_fd_sc_hd__ha_4	16
sky130_fd_sc_hd__inv_1	5
sky130_fd_sc_hd__inv_6	4
sky130_fd_sc_hd__buf_8	5
sky130_fd_sc_hd__inv_2	6
## what timing repair did
item                       in CTS  in global routing
setup endpoints to repair      21                 21
resized                       204                 32
pin swaps                      24                 12
buffers inserted               16                  1
gates cloned                    2                  0
## power breakdown
part           internal, mW  leakage (nW)  total [mW]  switching, mW
sequential                0             0           0              0
combinational         0.337         0.698       0.600          0.263
clock                     0             0           0              0
total                 0.337         0.698       0.600          0.263
## layer usage
metal	track usage [%]	vias to the layer above	routed length, um
met2	13.72	12	1353
met5	0	-	0
met4	0.3521	0	0
met1	9.894	390	1219
li1	-	410	-
met3	1.023	0	72
No activity file was given, so power comes from the tool's default toggle rates.
