$ cat design/flow/run.sh
#!/bin/bash
# OpenROAD 26Q1-2900-gdf79404cd8, Yosys 0.63+post, stock flow scripts
make -C /OpenROAD-flow-scripts/flow DESIGN_CONFIG=/design/flow/config.mk WORK_HOME=/design/flow/orfs finish
$ cat design/flow/config.mk
export PLATFORM = sky130hd
export DESIGN_NAME = DivideBy100
export DESIGN_NICKNAME = DivideBy100
export VERILOG_FILES = /design/flow/design.v
export SDC_FILE = /design/flow/constraint.sdc
export NUM_CORES = 4
export LEC_CHECK = 1
export CORE_AREA = 10 10 70 70
export DIE_AREA = 0 0 80 80
$ cat design/flow/constraint.sdc
current_design DivideBy100

set clk_period 2.1
set clk_io_pct 0.2

create_clock -name clk0 -period $clk_period [get_ports {clk}]

set non_clock_inputs [all_inputs -no_clocks]
set_input_delay [expr $clk_period * $clk_io_pct] -clock clk0 $non_clock_inputs
set_output_delay [expr $clk_period * $clk_io_pct] -clock clk0 [all_outputs]
$ cat design/flow/design.v
module DivideBy100 (input wire clk,
                    output reg clkOut);
    reg [6:0] cont = 7'd1;
    always @(posedge clk) begin
        if(cont == 7'd50) begin
            cont <=1;
            clkOut <=1;
        end
        else begin
            clkOut <=0;
            cont <= cont +1;
        end
    end
endmodule
==> results.txt <==
fresh numbers from the pnr run: slowest stage cell, crit path=clkdlybuf4s50_1, Ports=2, Clk pwr share=42.1%, skew final=0.00221 ns, outcome=finished clean, Peak supply drop=0.0872 mV, Synth top cell by count=dfxtp_1, Mean Syn Cell Area=10.6 um2, Worst-path clk slew=0.05 ns, clk root buf=clkbuf_4, post-synth cell types=14, Hold Path Stages=1, crit end category=output pin, Yosys Warn Count=1, via count=208, worst-skew pair later-pin latency=0.25 ns, WP data required=1.68 ns, area grow syn2layout=28.3%, Reg2Reg Setup Slack=0.96 ns, Yosys reg bits=8, share of async-settable or async-resettable flops after synthesis=0%, CP Buf/Inv Count=1, n_diodes=0, cell area after placement=385 um2, power per cell area=644 mW/mm2, post-synth top area cell=dfxtp_1, worst setup path class=flip-flop to output pin, Core Region=0.00342 mm2, Post-CTS Setup Bufs=0, drt first pass iters=2, RSZ-0062 raised after global routing=false, clk buf depth=2, Area leader share=50.4%, final instance area=408 um2, Top cells by area=dfxtp_1 (50%), ha_1 (7.9%), nor4_4 (6.7%), CTS tree=yes, normalized max-slew margin=73.5%, max-cap violation count=0, Pwr Total=0.000263 W, crit path launch type=flip-flop, die area=0.00640 mm2, Synth top cells by count=dfxtp_1 (8), nor2_1 (4), nand3_1 (3), IO buf count=1, post-route ant nets=0, Mapped Cells=30, slew of the pin with the lowest slew margin=0.394 ns, Num CTS Buffers=3, Row Count=21, grt ovf=0, Switch Pwr=0.0000456 W, RR Startpoint=cont[0], Final Util=11.9%, routability cong.=0.728, crit-path max cell delay=0.45 ns, H-tree depth=1, first-pass GRT wire length=738 um, HP Start=cont[0], R2R depth=5, combinational share of power=0%, crit path max fanout=1, final setup TNS=0 ns, share of cells above drive strength 1=17.6%, post-cts resize count=0, DIE WIDTH=80 um, antenna violations before repair=0, post-DR wirelength/cell=5.40 um, Total Routing Usage GR=1.51%, delay-heaviest family, CP=buffers and inverters, crit path time final=1.42 ns, yosys stat cell total=30, Sinks on Clock Net=8, Initial Util=9.30%, final slew viol count=0, Post-Place Worst Slack=0.933 ns, number of hold violations in the final report=0, fillers=401, capturing point of the worst reg2reg path=cont[0], switching share of power=17.4%, vias in the first global route=186, cell area after synthesis=318 um2, number of synthesized flops with an enable pin=0, drt total wl=432 um, Pleak=0.146 nW, WP data arrival=1.00 ns, fin worst setup slack=0.683 ns, Hold EP=cont[0], # setup viols final=0, crit path cell chain=clkdlybuf4s50_1, Internal Power=0.000217 W, main flop type=dfxtp_1, # hold bufs at CTS=0, Flop pwr share=57.9%, Residual DRC=0, OpenROAD warning count=26, fmax=706 MHz, fin crit share=67.5%, Die Ht=80 um, Hold Crit Class=flip-flop to flip-flop, largest net degree at the start of global routing=7, vias per std cell=2.60, post-synthesis chip area from yosys=318 um2, Iter 0 DRT Violations=6, Seq share, synth=50.4%
## metal layers
metal | share of wire, % | wire [um] | global-route usage [%] | vias to the layer above
met3 | 16 | 68 | 1.93 | 0
met1 | 44 | 190 | 1.61 | 93
met5 | 0 | 0 | 0 | -
li1 | - | - | - | 109
met2 | 40 | 172 | 1.77 | 6
met4 | 0 | 0 | 0.352 | 0
## kinds of logic (layout without fill, tap and decap cells)
family,Yosys count,count (layout),share of synthesized area (%)
and+or+nand+nor,13,13,25.2
DFF,8,8,50.4
xor gates and xnor gates,4,4,11.0
adders and majority gates,2,2,7.87
AOI/OAI and AO/OA,2,2,4.33
buffers and inverters,1,5,1.18
## placed cells by master, fill, tap and decap left out, drive strengths merged
master / netlist / final
or3: 1 / 1
o21ai: 1 / 1
a21oi: 1 / 1
nor2: 4 / 4
clkdlybuf4s50: 0 / 1
nand2b: 2 / 2
inv: 1 / 1
xnor2: 2 / 2
nand2: 2 / 2
nor4: 1 / 1
dfxtp: 8 / 8
ha: 2 / 2
nand3: 3 / 3
xor2: 2 / 2
clkbuf: 0 / 3
## sequential cells by signal, indices dropped and copies added, names as in the netlist
| register | cells |
|---|---|
| cont | 7 |
| clkOut | 1 |
## stage by stage
| stage | std cells | hold WS [ns] |
|---|---|---|
| 3_3_place_gp | 77 | 0.432 |
| 6_report | 80 | 0.448 |
| 3_5_place_dp | 77 | 0.440 |
| 5_1_grt | 80 | 0.484 |
| 4_1_cts | 80 | 0.453 |
| 2_1_floorplan | 30 | 0.413 |
## layout make-up
type / instances / area (um2) / area share [%]
inverter: 1 / 3.75 / 0.920
multi-input combinational: 21 / 154 / 37.7
tap: 46 / 57.6 / 14.1
sequential: 8 / 160 / 39.3
timing repair buffer: 1 / 10.0 / 2.45
clock buffer: 3 / 22.5 / 5.52
## worst max-delay path by stage
stage / startpoint / slack, ns / cells past startpoint / to
after CTS: clkOut / 0.66 / 1 / clkOut
after global routing: clkOut / 0.63 / 1 / clkOut
final: clkOut / 0.68 / 1 / clkOut
## power groups by stage
stage	clock network [W]	logic (W)	registers, W
global route	0.000128	0.0000000000680	0.000152
CTS	0.000116	0.0000000000680	0.000152
finish	0.000111	0.0000000000680	0.000152
Power figures rest on the tool's default switching activity, not on a simulated workload.
